File: flow/run.sh
#!/bin/bash
# OpenROAD 26Q1-2900-gdf79404cd8, Yosys 0.63+post, stock flow scripts
make -C /OpenROAD-flow-scripts/flow DESIGN_CONFIG=/design/flow/config.mk WORK_HOME=/design/flow/orfs finish
File: flow/design.v
module synchronizer #(parameter DATA_WIDTH = 8)(
  input logic clk,
  input logic rstn,
  input logic [DATA_WIDTH:0] d_in,
  output logic [DATA_WIDTH:0] d_out);
  reg [DATA_WIDTH:0] q1;
  always @(posedge clk) begin
    if(!rstn) begin
      q1 <= 0;
      d_out <= 0;
    end
    else begin
        q1 <= d_in;
        d_out <= q1;
    end
  end
endmodule:synchronizer
module wptr_handler #(parameter PTR_WIDTH = 8)(
  input logic wclk,
  input logic wrstn,
  input logic wr_en,
  input logic [PTR_WIDTH:0] g_rptr_sync,  
  output logic [PTR_WIDTH:0] b_wptr,  
  output logic [PTR_WIDTH:0] g_wptr,  
  output reg full);
  reg [PTR_WIDTH:0] b_wptr_next, g_wptr_next;
  wire wfull;
  assign b_wptr_next = b_wptr + (wr_en & !full);
  assign g_wptr_next = (b_wptr_next >> 1) ^ (b_wptr_next);  
  always @(posedge wclk or negedge wrstn) begin
    if(!wrstn) begin
      b_wptr <= 1'b0;
      g_wptr <= 1'b0;
    end else begin
      b_wptr <= b_wptr_next;
      g_wptr <= g_wptr_next;
    end
  end
  always @(posedge wclk or negedge wrstn) begin
    if(!wrstn)
      full <= 0;
    else
      full <= wfull;
  end
  assign wfull = (g_wptr_next == {~g_rptr_sync[PTR_WIDTH:PTR_WIDTH-1], g_rptr_sync[PTR_WIDTH-2:0]});
endmodule:wptr_handler
module rptr_handler #(parameter PTR_WIDTH = 8)(
  input logic rclk,
  input logic rrstn,
  input logic rd_en,
  input logic [PTR_WIDTH:0] g_wptr_sync,
  output logic [PTR_WIDTH:0] b_rptr,
  output logic [PTR_WIDTH:0] g_rptr,
  output logic empty);
  reg rempty;
  reg [PTR_WIDTH:0] b_rptr_next, g_rptr_next;
  assign rempty = (g_rptr_next == g_wptr_sync);
  assign b_rptr_next = b_rptr + (rd_en & !empty);
  assign g_rptr_next = ( (b_rptr_next >> 1 ) ^ b_rptr_next);
  always @(posedge rclk or negedge rrstn) begin
    if(!rrstn) begin
      b_rptr <= 0;
      g_rptr <= 0;
    end else begin
      b_rptr <= b_rptr_next;
      g_rptr <= g_rptr_next;
    end
  end
  always @(posedge rclk or negedge rrstn) begin
    if(!rrstn) 
      empty <= 1;
    else
      empty <= rempty;
  end
endmodule:rptr_handler
module memory #(parameter PTR_WIDTH =8, DATA_WIDTH = 32, DEPTH = 32)(
  input logic wclk,
  input logic wr_en,
  input logic rclk,
  input logic rd_en,
  input logic [PTR_WIDTH:0] b_wptr,
  input logic [PTR_WIDTH:0] b_rptr,
  input logic [DATA_WIDTH-1:0] data_in,
  input logic full,
  input logic empty,
  output logic [DATA_WIDTH-1:0] data_out);
  reg [DATA_WIDTH-1:0] fifo [DEPTH-1:0];
  always @(posedge wclk) begin
    if(wr_en & !full) begin
      fifo[b_wptr[PTR_WIDTH-1:0]] <= data_in;
    end
  end
  assign data_out = fifo[b_rptr[PTR_WIDTH-1:0] ];
endmodule:memory
module fifo #(parameter DEPTH = 32, parameter DATA_WIDTH = 32)(
  input logic wclk,
  input logic wrstn,
  input logic wr_en,
  input logic rclk,
  input logic rrstn,
  input logic rd_en,
  input logic [DATA_WIDTH-1:0] data_in,
  output logic full,
  output logic empty,
  output logic [DATA_WIDTH-1:0] data_out );
  parameter PTR_WIDTH = $clog2(DEPTH);
  reg [PTR_WIDTH:0] g_wptr_sync, g_rptr_sync;
  reg [PTR_WIDTH:0] b_wptr, g_wptr;
  reg [PTR_WIDTH:0] b_rptr, g_rptr;
  synchronizer #(PTR_WIDTH) sync_wptr(.clk(rclk), .rstn(rrstn), .d_in(g_wptr),
                                      .d_out(g_wptr_sync) );
  synchronizer #(PTR_WIDTH) sync_rptr(.clk(wclk), .rstn(wrstn), .d_in(g_rptr),
                                      .d_out(g_rptr_sync) );
  wptr_handler #(PTR_WIDTH) i1( .wclk(wclk), .wrstn(wrstn), .wr_en(wr_en), .g_rptr_sync(g_rptr_sync), .b_wptr(b_wptr), .g_wptr(g_wptr), .full(full) );
  rptr_handler #(PTR_WIDTH) i2( .rclk(rclk), .rrstn(rrstn), .rd_en(rd_en), .g_wptr_sync(g_wptr_sync), .b_rptr(b_rptr), .g_rptr(g_rptr), .empty(empty) );
  memory mem( .wclk(wclk), .wr_en(wr_en), .rclk(rclk), .rd_en(rd_en), .b_wptr(b_wptr), .b_rptr(b_rptr), .full(full), .empty(empty), .data_in(data_in), .data_out(data_out) );
endmodule
File: flow/config.mk
export PLATFORM = sky130hd
export DESIGN_NAME = fifo
export DESIGN_NICKNAME = fifo
export VERILOG_FILES = /design/flow/design.v
export SDC_FILE = /design/flow/constraint.sdc
export NUM_CORES = 4
export LEC_CHECK = 1
export CORE_UTILIZATION = 40
File: flow/constraint.sdc
current_design fifo

set clk_period 20.8
set clk_io_pct 0.2

create_clock -name clk0 -period $clk_period [get_ports {rclk}]
create_clock -name clk1 -period $clk_period [get_ports {wclk}]

set non_clock_inputs [all_inputs -no_clocks]
set_input_delay [expr $clk_period * $clk_io_pct] -clock clk0 $non_clock_inputs
set_output_delay [expr $clk_period * $clk_io_pct] -clock clk0 [all_outputs]
==> reports/writeup.txt <==
The flow ran to the end, and the final reports show no timing, DRC or antenna violations. According to the floorplan report, the total die area is 103000 um^2. Checking hold timing, the worst path is listed with class reg -> reg. The routed layout reports a DRC error count of 0. The capturing element type of the critical path was a primary output.

The number of maximum-capacitance violations recorded for the run is 0. With the number of synthesized flops with an enable pin at 1024, the number of distinct library cells after synthesis is 37. The layout overhead on the synthesized area came out at 15.2%. The number of register bits inferred by synthesis works out to 1072. Ranked by total cell area, the synthesized netlist is headed by edfxtp_1 75%, mux4_2 18%, dfrtp_1 1.4%, dfxtp_1 1.2%, mux2_2 0.88%.

The number of antenna violations at the first check in global routing is 4. The run gives 92200 um as the final wirelength. The tools report the launching element type of the critical path as a flip-flop. Prevailing post-synth register cell: edfxtp_1.

Worst setup skew after layout: 0.0182 ns. The cell type that accounts for the most area after synthesis is edfxtp_1. Sorting the synthesis cell report by count puts at the top edfxtp_1. The area fraction of the dominant cell type after synthesis is 0.755. The run gives 0.203 as the overall track demand over capacity in global routing. The average instance area after synthesis works out to 24.6 um^2.

Leaving out buffers and inverters, the combinational logic in the layout accounts for 8710 um^2. The script extracted a total leakage power of 14.5 nW. The weighted congestion at the end of routability-driven global placement was 0.776; the y dimension of the die was 321 um. Before antenna repair, the detailed router went through 4 iterations. With the first-iteration detailed-routing DRC count at 1037, the vias per cell is 5.44. TritonCTS built the clock tree. Per the layout area report, the register area comes to 31800 um^2. On the worst path, the slowest cell contributes a delay of 0.86 ns.

The share of total power in the clock network came out at 0.295. With the number of instances in the synthesized netlist at 1655, the CTS clock-pin slew for the worst setup and hold paths is 0.06 ns. Data arrives at the worst endpoint at 4.31 ns. The tools report the number of global-route vias before repair as 20155. The run gives 17739 for the via count.

Row generation in the floorplan step produced 116 rows. End-of-flow core utilization: 0.467. The post-synthesis xor/xnor area fraction is 0.00725. Along the worst path, the maximum fanout reaches 76.

The warning tally printed by Yosys for this design is 11. The transition time recorded at the tightest slew-check pin is 1.02 ns. The number of cells traversed by the worst register-to-register path works out to 4. The cell type group with the largest total delay on the critical path is buffers and inverters. The detail-routed net length per standard cell was 28.3 um; the wire length of the first global-routing pass was 134000 um.

The tightest slew margin relative to the limit is 0.320, and the I/O pin total is 72. The total clock sinks was 1072; the multiplexer share of the synthesized area was 0.186. The share of async-settable or async-resettable flops after synthesis is 0.0224. The number of cells on the critical path came out at 6. In the synthesized netlist, the dominant kind of combinational cell is multiplexers.

Per the OpenROAD floorplan log, the area of the core is 100000 um^2. In this run the tool buffered the top-level ports with 70 buffer cells. In the final timing run, aggregate negative setup slack is 0 ns. Per the OpenROAD floorplan log, the width of the die is 321 um. With the number of max-slew violations in the final report at 0, the maximum number of pins on one net before global-route repair is 79. Count of instantiated cells in the yosys netlist: 1655. The commonest cells after synthesis are 1024 x edfxtp_1, 320 x mux4_2, 42 x clkbuf_1, 38 x nor2_1, 32 x mux2_2. Setup repair after global routing left no endpoint under its margin.

Cell internal power was estimated by the tool at 4.54 mW. The OpenROAD report gives the critical path a required time of 16.64 ns. Per the layout report, the design carries 8059 filler cells.

For the combinational fraction of design power, the log shows 0.279. Including well taps, the total number of placed cells is 3070. The worst-case IR drop observed on VDD is 0.0000846 V. The number of cells traversed by the worst hold path came out at 1.

For reference, the final report shows the hold violation count at 0. The number of warnings reported in the stage logs is 27. The fraction of the mapped netlist area in compound gates is 0.00147, and the count of final setup violators is 0. In the placement report, post-DP HPWL is listed as 46100 um.

The critical path contains buffers and inverters numbering 3 combined. The fraction of the yosys area taken by sequential cells was 0.781. The switching portion of total power came out at 0.272. With the simple-gate area share of the yosys netlist at 0.0123, the number of cells in the finished layout apart from fillers is 3262. The fraction of final layout cells with drive strength greater than 1 works out to 0.318. The worst-path cell with the longest stage delay was dfrtp_4. The global route total overflow is 0. The critical path is of the reg -> out type. The post-cts sizing count is 0, and the tally of nets with antenna violations remaining after routing is 0. Walking the worst path, the cells encountered are buf_12, buf_12, mux4_2, mux4_2, mux2_2, clkdlybuf4s50_1. The adder and majority gate portion of the synthesized area came out at 0.00123. The run gives 40700 um^2 as the synthesized chip area reported by yosys. After synthesis the cells add up to 40700 um^2.

The initial core utilization was 0.406. With the total power density per cell area at 133 nW/um^2, the relative contribution of sequential cells to total power is 0.426. Summed over all nets, the switching power comes to 1.70 mW.
## metrics by stage
step           setup slack, ns  power, mW  instance area, um^2  hold slack, ns
6_report                 12.33       6.24                46900          0.0378
5_1_grt                  12.02       6.51                46900          0.0373
4_1_cts                  12.17       6.34                46900         0.00817
3_5_place_dp             12.46       4.49                43600           0.417
3_3_place_gp             12.48       4.48                43600           0.414
2_1_floorplan            13.94       3.83                40700           0.412
## sequential cells by signal, indices dropped and copies added (netlist names)
signal,flops
sync_rptr.d_out,6
i1.b_wptr,6
mem.fifo,1024
sync_wptr.q1,6
sync_wptr.d_out,6
i1.g_wptr,5
i1.full,1
i2.empty,1
i2.g_rptr,5
sync_rptr.q1,6
i2.b_rptr,6
## layout make-up
| type | count | share of cell area |
|---|---|---|
| sequential | 1072 | 0.678 |
| multi-input combinational | 493 | 0.186 |
| clock buffer | 128 | 0.0592 |
| tap | 1357 | 0.0362 |
| timing repair buffer | 144 | 0.0276 |
| clock inverter | 62 | 0.0125 |
| inverter | 5 | 0.000400 |
| antenna | 1 | 0.0000533 |
## metal layers
layer,wire length [um],GRT usage
met4,2110,0.0382
met5,149,0.00993
met2,47500,0.320
met3,14800,0.154
met1,27700,0.223
## cell families after synthesis
logic type	Yosys count
adder cells (fa/ha/maj)	4
AND/OR/NAND/NOR	96
XOR/XNOR	32
AND-OR/OR-AND	9
multiplexers	352
flip-flops	1072
buffers and inverters	90
## worst paths after layout
path | startpoint | end | slack [ns]
worst max-delay path | i2.b_rptr[0]$_DFF_PN0_ | data_out[6] | 12.33
worst min-delay path | i2.g_rptr[3]$_DFF_PN0_ | sync_rptr.q1[3]$_SDFF_PN0_ | 0.04
worst max register to register | i1.full$_DFF_PN0_ | mem.fifo[28][6]$_DFFE_PP_ | 17.65
worst min register to register | i2.g_rptr[3]$_DFF_PN0_ | sync_rptr.q1[3]$_SDFF_PN0_ | 0.04
max in group clk1 | wr_en | mem.fifo[28][6]$_DFFE_PP_ | 14.04
max in group asynchronous | rrstn | i2.empty$_DFF_PN1_ | 16.30
min in group clk0 | sync_wptr.q1[1]$_SDFF_PN0_ | sync_wptr.d_out[1]$_SDFF_PN0_ | 0.44
min in group asynchronous | wrstn | i1.g_wptr[1]$_DFF_PN0_ | 3.84
## power by group through the flow
| stage | Sequential, mW | Clock [mW] | Combinational [mW] |
|---|---|---|---|
| 4_1_cts | 2.66 | 1.88 | 1.80 |
| 5_1_grt | 2.68 | 1.96 | 1.87 |
| 6_report | 2.66 | 1.84 | 1.74 |
## timing repair
item | 4_1_cts | 5_1_grt
setup endpoints to repair | 0 | 0
setup buffers | 0 | 0
hold endpoints to repair | 1 | 0
hold buffers | 1 | 0
## cell usage in the layout (no fill, tap or decap), drive strengths merged, types with 5 or more instances in the layout
| cell type | netlist | layout |
|---|---|---|
| mux2 | 32 | 32 |
| nand3b | 5 | 5 |
| nand3 | 6 | 6 |
| inv | 5 | 9 |
| clkinv | 0 | 45 |
| xnor2 | 18 | 18 |
| clkdlybuf4s50 | 0 | 70 |
| nor2 | 38 | 38 |
| xor2 | 13 | 13 |
| bufinv | 0 | 9 |
| dfrtp | 23 | 23 |
| and2 | 25 | 25 |
| nand2 | 6 | 6 |
| dfxtp | 24 | 24 |
| edfxtp | 1024 | 1024 |
| mux4 | 320 | 320 |
| clkbuf | 42 | 128 |
| buf | 43 | 73 |
## worst reg2reg max path, cell delays in order, from the launching register on
cell	delay, ns
dfrtp_1	0.38
nor2b_1	0.43
or3b_2	0.74
nor2_4	0.64
buf_4	0.56
Power and IR drop assume default switching activity.
